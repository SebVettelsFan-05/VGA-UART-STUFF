<file path="design/flow/config.mk">
export PLATFORM = sky130hd
export DESIGN_NAME = controller_test
export DESIGN_NICKNAME = controller_test
export VERILOG_FILES = /design/flow/design.v
export SDC_FILE = /design/flow/constraint.sdc
export NUM_CORES = 4
export LEC_CHECK = 1
export CORE_AREA = 10 10 107 107
export DIE_AREA = 0 0 117 117
</file>
<file path="design/flow/constraint.sdc">
current_design controller_test

set clk_period 4.1
set clk_io_pct 0.2

create_clock -name clk0 -period $clk_period [get_ports {clk}]

set non_clock_inputs [all_inputs -no_clocks]
set_input_delay [expr $clk_period * $clk_io_pct] -clock clk0 $non_clock_inputs
set_output_delay [expr $clk_period * $clk_io_pct] -clock clk0 [all_outputs]
</file>
<file path="design/flow/design.v">
module pong_controller
#(
    parameter int PADDLE_HEIGHT = 6,
    parameter int PADDLE_ROW = 0,
    parameter int SCREEN_HEIGHT = 30,
    parameter int DELAY = 5000000 
)
(
    input logic clk,
    input logic reset,
    input logic [9:0] vert_cnt,
    input logic [9:0] hori_cnt,
    input logic paddle_up,
    input logic paddle_down,
    input logic start,
    output logic on,
    output logic [5:0] height
);
logic [22:0] cnter;
logic valid_input;
assign valid_input = paddle_up ^ paddle_down;
always_ff @(posedge clk) begin
    if(reset) begin
        height <= 0;
    end 
    else if(valid_input & start) begin
        if(cnter == DELAY) begin
            cnter <= 0;
        end 
        else begin
            cnter <= cnter + 1;
        end 
        if(cnter == DELAY && paddle_down && height !== SCREEN_HEIGHT-PADDLE_HEIGHT-1) begin
            height <= height + 1;
        end
        if(cnter == DELAY && paddle_up && height !== 0) begin
            height <= height - 1;
        end
    end
    else begin
        cnter <= 0;       
    end
end
assign on = (hori_cnt == PADDLE_ROW && vert_cnt <= height + PADDLE_HEIGHT && vert_cnt >= height);
endmodule
module vga_send_image 
#(
    parameter int ACTIVE_HORI = 640,
    parameter int FRONT_PORCH_HORI = 16,
    parameter int SYNC_PULSE_HORI = 96,
    parameter int BACK_PORCH_HORI = 48,
    parameter int ACTIVE_VERT = 480,
    parameter int FRONT_PORCH_VERT = 10,
    parameter int SYNC_PULSE_VERT = 2,
    parameter int BACK_PORCH_VERT = 33,
    parameter int PERIOD_COUNT = 4
)
(
    input logic clk,
    input logic enable,
    input logic HSYNC,
    input logic VSYNC,
    input logic [9:0] v_count,
    input logic [9:0] h_count,
    input logic [11:0] rgb_colour,
    output logic [3:0] RED,
    output logic [3:0] BLUE,
    output logic [3:0] GREEN
);
parameter int hori_res = ACTIVE_HORI+FRONT_PORCH_HORI+SYNC_PULSE_HORI+BACK_PORCH_HORI;
parameter int vert_res = ACTIVE_VERT+FRONT_PORCH_VERT+SYNC_PULSE_VERT+BACK_PORCH_VERT;
logic valid;
assign valid = (h_count < ACTIVE_HORI) && (v_count < ACTIVE_VERT);
always_ff @(posedge clk) begin
    if(enable) begin
        if(valid) begin
            RED <= rgb_colour[11:8];
            GREEN <= rgb_colour[7:4];
            BLUE <= rgb_colour[3:0];
        end
        else begin
            RED <= 4'h0;
            GREEN <= 4'h0;
            BLUE <= 4'h0;
        end
    end
end
endmodule
module VGA_hori_vert_cnt
#(
    parameter int ACTIVE_HORI = 640,
    parameter int FRONT_PORCH_HORI = 16,
    parameter int SYNC_PULSE_HORI = 96,
    parameter int BACK_PORCH_HORI = 48,
    parameter int ACTIVE_VERT = 480,
    parameter int FRONT_PORCH_VERT = 10,
    parameter int SYNC_PULSE_VERT = 2,
    parameter int BACK_PORCH_VERT = 33,
    parameter int PERIOD_COUNT = 4
)
(
    input logic clk,
    input logic reset,
    input logic enable,
    output logic VSYNC,
    output logic HSYNC,
    output logic [9:0] hori_cnt,
    output logic [9:0] vert_cnt
);
parameter int hori_res = ACTIVE_HORI+FRONT_PORCH_HORI+SYNC_PULSE_HORI+BACK_PORCH_HORI;
parameter int vert_res = ACTIVE_VERT+FRONT_PORCH_VERT+SYNC_PULSE_VERT+BACK_PORCH_VERT;
parameter int hori_tot_time = ACTIVE_HORI+FRONT_PORCH_HORI+BACK_PORCH_HORI;
parameter int vert_tot_time = ACTIVE_VERT+FRONT_PORCH_VERT+BACK_PORCH_VERT;
logic pixel_clk;
downcounter #(.PERIOD(PERIOD_COUNT)) pixel_clock(
    .clk(clk),
    .reset(reset),
    .enable(enable),
    .zero(pixel_clk)
); 
always_ff @(posedge clk) begin
    if(reset) begin
        hori_cnt <= 0;
        vert_cnt <= 0;
    end
    else if (pixel_clk) begin
        if(hori_cnt == hori_res-1) begin
            hori_cnt <= 0;
            if(vert_cnt == vert_res-1) begin
                vert_cnt <= 0;
            end
            else begin
                vert_cnt <= vert_cnt + 1;
            end
        end 
        else begin
            hori_cnt <= hori_cnt + 1;
        end 
    end
end
assign HSYNC = ((hori_cnt >= (ACTIVE_HORI+FRONT_PORCH_HORI)) && (hori_cnt < (ACTIVE_HORI+FRONT_PORCH_HORI+SYNC_PULSE_HORI))) ? 1'b0 : 1'b1;
assign VSYNC = ((vert_cnt >= (ACTIVE_VERT+FRONT_PORCH_VERT)) && (vert_cnt < (ACTIVE_VERT+FRONT_PORCH_VERT+SYNC_PULSE_VERT))) ? 1'b0 : 1'b1;
endmodule
module downcounter #(
    parameter int PERIOD = 1000   
) (
    input  logic clk,     
    input  logic reset,   
    input  logic enable,  
    output logic zero     
);
    localparam int COUNT_WIDTH = $clog2(PERIOD);
    logic [COUNT_WIDTH-1:0] count;
    always_ff @(posedge clk) begin
        if (reset) begin
            count <= PERIOD - 1;
            zero  <= 0;
        end else if (enable) begin
            if (count == 0) begin
                count <= PERIOD - 1;
                zero  <= 1;
            end else begin
                count <= count - 1;
                zero  <= 0;
            end
        end else
            zero <= 0;
    end
endmodule
module controller_test(
    input logic clk,
    input logic reset,
    input logic btnU,
    input logic btnL,
    input logic btnR,
    input logic btnD,
    output logic [3:0] vgaRed,
    output logic [3:0] vgaGreen,
    output logic [3:0] vgaBlue,
    output logic Vsync,
    output logic Hsync
);
logic [9:0] hori_cnt;
logic [9:0] vert_cnt;
logic [9:0] split_hori;
logic [9:0] split_vert;
logic [11:0] rgb_colour;
logic on_L;
logic on_R;
logic on;
assign split_hori = hori_cnt >> 4;
assign split_vert = vert_cnt >> 4;
VGA_hori_vert_cnt test1(
    .clk(clk),
    .reset(reset),
    .enable(1'b1),
    .VSYNC(Vsync),
    .HSYNC(Hsync),
    .hori_cnt(hori_cnt),
    .vert_cnt(vert_cnt)
);
pong_controller left(
    .clk(clk),
    .reset(reset),
    .vert_cnt(split_vert),
    .hori_cnt(split_hori),
    .paddle_down(btnD),
    .paddle_up(btnL),
    .on(on_L)
);
pong_controller #(.PADDLE_ROW(39)) right
(
    .clk(clk),
    .reset(reset),
    .vert_cnt(split_vert),
    .hori_cnt(split_hori),
    .paddle_down(btnR),
    .paddle_up(btnU),
    .on(on_R)
);
vga_send_image test2(
    .clk(clk),
    .enable(1'b1),
    .HSYNC(Hsync),
    .VSYNC(Vsync),
    .v_count(vert_cnt),
    .h_count(hori_cnt),
    .rgb_colour(rgb_colour),
    .RED(vgaRed),
    .BLUE(vgaBlue),
    .GREEN(vgaGreen)
);
assign on = on_L | on_R;
always_comb begin
    if(on) begin 
        rgb_colour = 12'hFFF;
    end
    else begin
        rgb_colour = 12'h000;
    end
end 
endmodule
</file>
<file path="design/flow/run.sh">
#!/bin/bash
# OpenROAD 26Q1-2900-gdf79404cd8, Yosys 0.63+post, stock flow scripts
make -C /OpenROAD-flow-scripts/flow DESIGN_CONFIG=/design/flow/config.mk WORK_HOME=/design/flow/orfs finish
</file>
==> deck_impl_summary.md <==
Physical Implementation Snapshot

Synth
  – Synth area leader: dfxtp_1
  – Post-synth seq share: 36.3%
  – Cell area leaders: dfxtp_1, buf_4, xnor2_1, nor2_1, ha_1
  – Post-synth ARST share: 0%
  – Yosys Warn Count: 8
  – Main synth FF type: dfxtp_1
  – Top-area cell share: 36.3%
  – Post-synth EDFFs: 0
  – Syn Inst Count: 158
  – Yosys Chip Area: 0.00132 mm^2
  – Mapped cell area: 0.00132 mm^2
  – Ys flops: 24
  – Distinct cells, synth: 37
  – Mapped Avg Cell Area: 8.37 um^2
  – Yosys cell count: 158

Place
  – I/O Buffers: 15
  – Placed cells: 268
  – Placement Setup Slack: 1.86 ns
  – Routability-driven placement congestion ratio: 0.858
  – HPWL Detailed: 1910 um

Final timing
  – Setup Skew: 0.00742 ns
  – Unrepaired setup endpoints after global routing: false
  – Tightest Pin Transition: 0.650 ns
  – Final setup violation count: 0
  – Setup WS post-layout: 1.67 ns
  – Max_slew headroom: 56.3%
  – Setup TNS: 0 ns
  – Final min period: 2.43 ns
  – Period Utilization, post-route: 59.2%
  – Max-slew violations: 0
  – Fmax: 412 MHz
  – Fin. Hold Viols: 0

Setup path
  – Crit end category: output port
  – Critical path data arrival time: 1.61 ns
  – Crit path DRT: 3.28 ns
  – Reg2reg setup slack: 2.08 ns
  – Worst Path Max Fanout: 6
  – Category of the most critical setup path: reg -> out
  – Startpoint Class: flip-flop

Global routing
  – Vias in the first global route: 966
  – Grt total ovfl: 0
  – First-pass GRT wire length: 4330 um
  – Layer with the highest usage: met2
  – Met3 usage: 1.55%
  – Initial antenna violation count: 0
  – Global-route total usage across every layer: 3.80%
  – Met1 Usage GRT: 4.84%
  – Largest net degree at the start of global routing: 15
  – Grt met2 use: 6.19%

Job
  – Max capacitance violation total: 0
  – OpenROAD warning count: 32

Detailed routing
  – Routed wire per std cell: 9.66 um
  – Via density: 3.93
  – Via count: 1070
  – Initial DRT Pass Iterations: 4
  – Total Routed Length: 2630 um
  – DRC: 0
  – DR iter-0 viols: 53
  – DRT antenna net count: 0
  – # diodes: 0

Clock network
  – CTS Buffer Depth: 2
  – Clock slew at reported path FFs: 0.09 ns
  – Clk root buf: clkbuf_8
  – TritonCTS Buffers: 3
  – TritonCTS clock tree: done
  – Clk latency late pin: 0.27 ns
  – H-tree levels: 1
  – Postcts setup bufs: 0
  – Num Clock Sinks: 24
  – CTS Hold Bufs: 0
  – PostCTS Resize Cnt: 0

Power and ir drop
  – Peak supply drop: 0.000114 V
  – Lkg Pwr: 0.529 nW
  – PwrDens: 268 mW/mm^2

Floorplan
  – Row cnt: 35
  – DIE HEIGHT: 117 um
  – Core Area: 0.00920 mm^2
  – Chip width: 117 um
  – Die area: 0.0137 mm^2
  – Floorplan core density: 14.4%
  – Io pins: 20

Min path
  – HP Class: reg -> reg

Status
  – Status: finished, final reports clean

Cells and area
  – Post-route insts no fill: 272
  – Final core utilization: 16.9%
  – Proportion of layout cells with a drive suffix above 1: 4.97%
  – Area Growth Syn to Fin: 17.7%
## power breakdown
part	leakage, nW	internal, mW	switching (mW)
clock network	0.0288	0.0857	0.0743
registers	0.194	0.238	0.00499
logic	0.306	0.00638	0.00869
## final timing paths
path,start,depth (start not counted),to
hold reg to reg,test1.pixel_clock.count[0],1,test1.pixel_clock.count[0]
hold / removal,test1.pixel_clock.count[0],1,test1.pixel_clock.count[0]
setup / recovery,test1.vert_cnt[3],4,Vsync
setup reg to reg,test1.hori_cnt[0],5,test1.vert_cnt[6]
## through the flow
stage | hold slack [ns] | instance area [um^2] | total power, mW
after floorplan | 0.358 | 1320 | 0.259
after global routing | 0.406 | 1560 | 0.435
final | 0.388 | 1560 | 0.418
after detailed placement | 0.371 | 1500 | 0.263
after CTS | 0.390 | 1560 | 0.422
after global placement | 0.366 | 1500 | 0.263
## Yosys cell counts (4+ instances only)
library cell / number
nor4_1: 5
nor2_1: 20
inv_1: 10
dfxtp_1: 24
xnor2_1: 9
buf_4: 11
a21oi_1: 4
nand4_1: 6
nor3_1: 6
nand2_1: 12
nand3_1: 11
xor2_1: 4
ha_1: 5
## kinds of logic after synthesis
kind of cell | synth area share (%)
buffers and inverters | 11.2
and+or+nand+nor | 31.1
DFF | 36.3
adders and majority gates | 4.73
AOI/OAI and AO/OA | 8.04
xor gates and xnor gates | 8.61
## metal layers
layer	part of all wire (%)	vias up
met5	0	-
met4	0.34	0
met3	8.9	2
met2	41	26
met1	50	489
li1	-	553
## critical path, cell delays in order (launching register included)
cell             delay (ns)
dfxtp_1                0.44
inv_1                  0.08
nor4_1                 0.28
nand3_1                0.12
clkdlybuf4s50_1        0.42
## final cells by class
class	instances	area, um^2
inverters	10	37.5
flip-flops and latches	24	480
clock buffers	4	55.1
fillers	1015	7640
multi-input cells	108	694
repair buffers	15	150
well taps	111	139
## registers in the layout, summed over array words and instances, names as in the netlist
signal / flops
test1.hori_cnt: 10
test1.vert_cnt: 10
test1.pixel_clock.count: 2
test1.pixel_clock.zero: 1
test2.GREEN: 1
## cell usage in the layout (no fill, tap or decap), types with 5 or more instances in the layout
cell             synthesis  routed
nor3_1                   6       6
dfxtp_1                 24      24
xnor2_1                  9       9
nand4_1                  6       6
nand2_1                 12      12
nor4_1                   5       5
nor2_1                  20      20
nand3_1                 11      11
clkdlybuf4s50_1          0      15
inv_1                   10      10
ha_1                     5       5
Power and IR drop assume default switching activity.
