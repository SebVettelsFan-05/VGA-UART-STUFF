`flow/config.mk`:
```
export PLATFORM = sky130hd
export DESIGN_NAME = top_level_pong
export DESIGN_NICKNAME = top_level_pong
export VERILOG_FILES = /design/flow/design.v
export SDC_FILE = /design/flow/constraint.sdc
export NUM_CORES = 4
export LEC_CHECK = 1
export CORE_UTILIZATION = 40
```
`flow/constraint.sdc`:
```
current_design top_level_pong

set clk_period 5.1
set clk_io_pct 0.2

create_clock -name clk0 -period $clk_period [get_ports {clk}]

set non_clock_inputs [all_inputs -no_clocks]
set_input_delay [expr $clk_period * $clk_io_pct] -clock clk0 $non_clock_inputs
set_output_delay [expr $clk_period * $clk_io_pct] -clock clk0 [all_outputs]
```
`flow/run.sh`:
```
#!/bin/bash
# OpenROAD 26Q1-2900-gdf79404cd8, Yosys 0.63+post, stock flow scripts
make -C /OpenROAD-flow-scripts/flow DESIGN_CONFIG=/design/flow/config.mk WORK_HOME=/design/flow/orfs finish
```
`flow/design.v`:
```
module pong_controller
#(
    parameter int PADDLE_HEIGHT = 6,
    parameter int PADDLE_ROW = 0,
    parameter int SCREEN_HEIGHT = 30,
    parameter int DELAY = 5000000 
)
(
    input logic clk,
    input logic reset,
    input logic [9:0] vert_cnt,
    input logic [9:0] hori_cnt,
    input logic paddle_up,
    input logic paddle_down,
    input logic start,
    output logic on,
    output logic [5:0] height
);
logic [22:0] cnter;
logic valid_input;
assign valid_input = paddle_up ^ paddle_down;
always_ff @(posedge clk) begin
    if(reset) begin
        height <= 0;
    end 
    else if(valid_input & start) begin
        if(cnter == DELAY) begin
            cnter <= 0;
        end 
        else begin
            cnter <= cnter + 1;
        end 
        if(cnter == DELAY && paddle_down && height !== SCREEN_HEIGHT-PADDLE_HEIGHT-1) begin
            height <= height + 1;
        end
        if(cnter == DELAY && paddle_up && height !== 0) begin
            height <= height - 1;
        end
    end
    else begin
        cnter <= 0;       
    end
end
assign on = (hori_cnt == PADDLE_ROW && vert_cnt <= height + PADDLE_HEIGHT && vert_cnt >= height);
endmodule
module uart_rec 
#(
    parameter int PERIOD = 10417
)
(
    input logic clk,
    input logic serial_in,
    output logic drdy,
    output logic [7:0] data
);
parameter int HALF_PERIOD = PERIOD/2;
typedef enum {s_START, s_VERIFY, s_SAMPLE, s_FINISH } STATE;
logic pre_ser_in;
logic [$clog2(PERIOD)-1:0] cnter;
logic [$clog2(9)-1 : 0] index;
logic [7:0] data_inter;
int i;
STATE current_state = s_START;
always_ff @(posedge clk) begin
    case(current_state) 
    s_START: begin
        drdy <= 0;
        cnter <= 0;
        index <= 0;
        data_inter <= 0;
        pre_ser_in <= serial_in;
        if (pre_ser_in & ~serial_in) begin
            current_state <= s_VERIFY;
        end 
        else begin
            current_state <= s_START;
        end
    end
    s_VERIFY: begin
        if(cnter == HALF_PERIOD-1)begin
            cnter <= 0;
            drdy <= 0;
            if(~serial_in) begin
                current_state <= s_SAMPLE;
            end
            else begin
                current_state <= s_START;
            end 
        end
        else begin
            cnter <= cnter + 1;
        end
    end
    s_SAMPLE: begin
        if(cnter == PERIOD-1) begin
            cnter <= 0;
            drdy <= 0;
            if(index <= 7) begin
                for(int i = 1; i < 8; i++) begin
                    data_inter[i-1] <= data_inter[i];
                end
                data_inter[7] <= serial_in;
                index <= index + 1;
            end
            else begin
                current_state <= s_FINISH;
            end 
        end
        else begin
            cnter <= cnter + 1;
        end
    end
    s_FINISH: begin
        drdy <= 1;
        data <= data_inter;
        current_state <= s_START;
    end
    endcase
end
endmodule
module vga_send_image 
#(
    parameter int ACTIVE_HORI = 640,
    parameter int FRONT_PORCH_HORI = 16,
    parameter int SYNC_PULSE_HORI = 96,
    parameter int BACK_PORCH_HORI = 48,
    parameter int ACTIVE_VERT = 480,
    parameter int FRONT_PORCH_VERT = 10,
    parameter int SYNC_PULSE_VERT = 2,
    parameter int BACK_PORCH_VERT = 33,
    parameter int PERIOD_COUNT = 4
)
(
    input logic clk,
    input logic enable,
    input logic HSYNC,
    input logic VSYNC,
    input logic [9:0] v_count,
    input logic [9:0] h_count,
    input logic [11:0] rgb_colour,
    output logic [3:0] RED,
    output logic [3:0] BLUE,
    output logic [3:0] GREEN
);
parameter int hori_res = ACTIVE_HORI+FRONT_PORCH_HORI+SYNC_PULSE_HORI+BACK_PORCH_HORI;
parameter int vert_res = ACTIVE_VERT+FRONT_PORCH_VERT+SYNC_PULSE_VERT+BACK_PORCH_VERT;
logic valid;
assign valid = (h_count < ACTIVE_HORI) && (v_count < ACTIVE_VERT);
always_ff @(posedge clk) begin
    if(enable) begin
        if(valid) begin
            RED <= rgb_colour[11:8];
            GREEN <= rgb_colour[7:4];
            BLUE <= rgb_colour[3:0];
        end
        else begin
            RED <= 4'h0;
            GREEN <= 4'h0;
            BLUE <= 4'h0;
        end
    end
end
endmodule
module VGA_hori_vert_cnt
#(
    parameter int ACTIVE_HORI = 640,
    parameter int FRONT_PORCH_HORI = 16,
    parameter int SYNC_PULSE_HORI = 96,
    parameter int BACK_PORCH_HORI = 48,
    parameter int ACTIVE_VERT = 480,
    parameter int FRONT_PORCH_VERT = 10,
    parameter int SYNC_PULSE_VERT = 2,
    parameter int BACK_PORCH_VERT = 33,
    parameter int PERIOD_COUNT = 4
)
(
    input logic clk,
    input logic reset,
    input logic enable,
    output logic VSYNC,
    output logic HSYNC,
    output logic [9:0] hori_cnt,
    output logic [9:0] vert_cnt
);
parameter int hori_res = ACTIVE_HORI+FRONT_PORCH_HORI+SYNC_PULSE_HORI+BACK_PORCH_HORI;
parameter int vert_res = ACTIVE_VERT+FRONT_PORCH_VERT+SYNC_PULSE_VERT+BACK_PORCH_VERT;
parameter int hori_tot_time = ACTIVE_HORI+FRONT_PORCH_HORI+BACK_PORCH_HORI;
parameter int vert_tot_time = ACTIVE_VERT+FRONT_PORCH_VERT+BACK_PORCH_VERT;
logic pixel_clk;
downcounter #(.PERIOD(PERIOD_COUNT)) pixel_clock(
    .clk(clk),
    .reset(reset),
    .enable(enable),
    .zero(pixel_clk)
); 
always_ff @(posedge clk) begin
    if(reset) begin
        hori_cnt <= 0;
        vert_cnt <= 0;
    end
    else if (pixel_clk) begin
        if(hori_cnt == hori_res-1) begin
            hori_cnt <= 0;
            if(vert_cnt == vert_res-1) begin
                vert_cnt <= 0;
            end
            else begin
                vert_cnt <= vert_cnt + 1;
            end
        end 
        else begin
            hori_cnt <= hori_cnt + 1;
        end 
    end
end
assign HSYNC = ((hori_cnt >= (ACTIVE_HORI+FRONT_PORCH_HORI)) && (hori_cnt < (ACTIVE_HORI+FRONT_PORCH_HORI+SYNC_PULSE_HORI))) ? 1'b0 : 1'b1;
assign VSYNC = ((vert_cnt >= (ACTIVE_VERT+FRONT_PORCH_VERT)) && (vert_cnt < (ACTIVE_VERT+FRONT_PORCH_VERT+SYNC_PULSE_VERT))) ? 1'b0 : 1'b1;
endmodule
module downcounter #(
    parameter int PERIOD = 1000   
) (
    input  logic clk,     
    input  logic reset,   
    input  logic enable,  
    output logic zero     
);
    localparam int COUNT_WIDTH = $clog2(PERIOD);
    logic [COUNT_WIDTH-1:0] count;
    always_ff @(posedge clk) begin
        if (reset) begin
            count <= PERIOD - 1;
            zero  <= 0;
        end else if (enable) begin
            if (count == 0) begin
                count <= PERIOD - 1;
                zero  <= 1;
            end else begin
                count <= count - 1;
                zero  <= 0;
            end
        end else
            zero <= 0;
    end
endmodule
module pong_ball
#(
    parameter int COLUMNS = 40,
    parameter int ROW  = 30,
    parameter int DELAY = 5000000
)
(
    input logic clk,
    input logic reset,
    input logic [9:0] hori_cnt,
    input logic [9:0] vert_cnt,
    input logic start,
    output logic [10:0] ball_x,
    output logic [10:0] ball_y,
    output logic on
);
parameter half_col = COLUMNS/2;
parameter half_row = ROW/2;
logic [10:0] ball_y;
logic [10:0] ball_x;
logic [22:0] cnter;
logic dir_x;  
logic dir_y;  
always_ff @(posedge clk) begin
    if(reset) begin
        cnter <= 0;
        ball_x <= half_col - 1;
        ball_y <= half_row - 1;
        dir_x <= 0;
        dir_y <= 0;
    end 
    else if(start) begin
        if(cnter == DELAY) begin 
            cnter <= 0;
            if(dir_x == 1'b0) begin  
                if(ball_x == 1'b0) begin
                    dir_x <= 1'b1;
                    ball_x <= ball_x + 1;
                end
                else begin
                    ball_x <= ball_x - 1;
                end
            end
            else if (dir_x == 1'b1) begin  
                if(ball_x == COLUMNS - 1) begin
                    dir_x <= 1'b0;
                    ball_x <= ball_x - 1;
                end
                else begin
                    ball_x <= ball_x + 1;
                end
            end
            if(dir_y == 1'b0) begin  
                if(ball_y == ROW - 1) begin
                    dir_y <= 1'b1;
                    ball_y <= ball_y - 1;
                end
                else begin
                    ball_y <= ball_y + 1;
                end
            end
            else if(dir_y == 1'b1) begin
                if(ball_y == 1'b0) begin
                    dir_y <= 1'b0;
                    ball_y <= ball_y + 1;
                end
                else begin
                    ball_y <= ball_y - 1;
                end
            end
        end
        else begin
            cnter <= cnter + 1;
        end
    end
    else begin
        dir_x <= 0;
        dir_y <= 0;
        ball_x <= half_col - 1;
        ball_y <= half_row - 1;
        cnter <= 0;
    end 
end
assign on = (hori_cnt == ball_x && vert_cnt == ball_y);
endmodule
module pong_full_impl 
#(
    parameter PADDLE_HEIGHT = 6,
    parameter COLUMNS = 40,
    parameter ROWS = 30
)
(
    input logic clk,
    input logic reset,
    input logic enable,
    input logic [9:0] vert_cnt,
    input logic [9:0] hori_cnt,
    input logic paddle_down_r,
    input logic paddle_up_r,
    input logic paddle_down_l,
    input logic paddle_up_l,
    output logic [11:0] rgb_colour 
);
logic [9:0] split_hori;
logic [9:0] split_vert;
logic on_R;
logic on_L;
logic on_B;
logic on;
logic [10:0] ball_x;
logic [10:0] ball_y;
logic start;
logic [5:0] height_r;
logic [5:0] height_l;
assign split_hori = hori_cnt >> 4;
assign split_vert = vert_cnt >> 4;
typedef enum {IDLE, GAME_RUNNING, STOPPED} STATE;
STATE state = IDLE;
pong_controller #(.PADDLE_HEIGHT(PADDLE_HEIGHT)) left(
    .clk(clk),
    .reset(reset),
    .vert_cnt(split_vert),
    .hori_cnt(split_hori),
    .paddle_down(paddle_down_l),
    .start(start),
    .paddle_up(paddle_up_l),
    .on(on_L),
    .height(height_l)
);
pong_controller #(.PADDLE_ROW(39), .PADDLE_HEIGHT(PADDLE_HEIGHT)) right
(
    .clk(clk),
    .reset(reset),
    .vert_cnt(split_vert),
    .hori_cnt(split_hori),
    .paddle_down(paddle_down_r),
    .paddle_up(paddle_up_r),
    .start(start),
    .on(on_R),
    .height(height_r)
);
pong_ball balls (
    .clk(clk),
    .reset(reset),
    .hori_cnt(split_hori),
    .vert_cnt(split_vert),
    .ball_x(ball_x),
    .ball_y(ball_y),
    .start(start),
    .on(on_B)
);
assign on = on_B | on_L | on_R;
always_comb begin
    if(on) begin 
        rgb_colour = 12'h000;
    end
    else begin
        rgb_colour = 12'hF0F;
    end
end 
always_ff @(posedge clk) begin
    case(state)
        IDLE: begin
            if(enable) begin
                state <= GAME_RUNNING;
                start <= 1'b1;
            end
            else begin
                state <= IDLE;
                start <= 1'b0;
            end
        end
        GAME_RUNNING: begin
            if(ball_x == 0 && (height_l - 2 > ball_y || ball_y-2 > height_l+PADDLE_HEIGHT)) begin  
                state <= STOPPED;
                start <= 1'b0;
            end
            if((ball_x == COLUMNS - 1 ) && (height_r - 2 > ball_y || ball_y - 2 > height_r+PADDLE_HEIGHT)) begin  
                state <= STOPPED;
                start <= 1'b0;
            end
        end
        STOPPED: begin
            start <= 1'b0;
            state <= IDLE;
        end
    endcase
end 
endmodule
module top_level_pong(
    input logic clk,
    input logic reset,
    input logic btnU,
    input logic btnL,
    input logic btnR,
    input logic btnD,
    input logic pong_en,
    input logic RsRx,
    output logic [3:0] vgaRed,
    output logic [3:0] vgaGreen,
    output logic [3:0] vgaBlue,
    output logic Vsync,
    output logic Hsync
);
logic [9:0] hori_cnt;
logic [9:0] vert_cnt;
logic uart_ready;
logic [11:0] rgb_colour;
uart_rec recieved(
    .clk(clk),
    .serial_in(RsRx),
    .drdy(uart_ready)
);
VGA_hori_vert_cnt SYNCs(
    .clk(clk),
    .reset(reset),
    .enable(1'b1),
    .VSYNC(Vsync),
    .HSYNC(Hsync),
    .hori_cnt(hori_cnt),
    .vert_cnt(vert_cnt)
);
vga_send_image SEND(
    .clk(clk),
    .enable(1'b1),
    .HSYNC(Hsync),
    .VSYNC(Vsync),
    .v_count(vert_cnt),
    .h_count(hori_cnt),
    .rgb_colour(rgb_colour),
    .RED(vgaRed),
    .BLUE(vgaBlue),
    .GREEN(vgaGreen)
);
pong_full_impl pong_imp(
    .clk(clk),
    .reset(reset),
    .enable(uart_ready),
    .vert_cnt(vert_cnt),
    .hori_cnt(hori_cnt),
    .paddle_down_r(btnD),
    .paddle_up_r(btnR),
    .paddle_down_l(btnL),
    .paddle_up_l(btnU),
    .rgb_colour(rgb_colour)
);
endmodule
```
==> impl_metrics.py <==
# Physical implementation metrics
metrics = {
    "power": {
        "p_total_w": 0.00330,
        "powerDensity_nw_per_um2": 292,
        "p_leak_nw": 4.10,
        "vdd.ir_drop.worst_mv": 0.199,
    },
    "cells_and_area": {
        "final_common_cell": "nor2_1",
        "syn2layout_area_growth_pct": 9.19,
        "layout-drive-gt1-share": 0.0493,
        "lay_top_cells": "nor2_1 (170), ha_1 (92), dfxtp_1 (83), xor2_1 (83), edfxtp_1 (71)",
    },
    "yosys": {
        "ys_types": 71,
        "yosys.stat.seqShare": 0.367,
        "flop_cell": "dfxtp_1",
        "yosys_area_um2": 10300,
        "edf_count": 71,
        "ys_cells": 1152,
        "ys.flops": 154,
        "synthesis.area_um2": 10300,
        "avgSynthCellArea_um2": 8.98,
        "yosysWarnings": 8,
        "ys_async_sr_fraction": 0,
        "synthCells": 1152,
    },
    "detailed_routing": {
        "wire_per_inst_um": 14.1,
        "drc": 0,
        "vias": 7848,
        "antenna_cells": 0,
        "routed_wirelength_um": 21000,
        "viasPerCell": 5.28,
        "ant_nets": 0,
        "drt-pass1-iter-count": 5,
        "drt_iter0_drc": 580,
    },
    "final_timing": {
        "min_period_over_period": 0.684,
        "setup_viol": 0,
        "rsz0062_at_grt": "no",
        "drv_slew": 0,
        "fmax_mhz": 287,
        "period_minus_slack_ps": 3490,
        "setup_tns_ps": 0,
        "worst_pin_slew_ps": 790,
        "slew_headroom": 0.469,
        "finalHoldViolCount": 0,
        "hold_ws_ps": 382,
        "finClkSkew_ps": 7.96,
        "finalWorstSetupSlack_ps": 1610,
    },
    "clock_tree": {
        "cts_hold_buffers": 0,
        "clkTransAtPathRegs_ps": 60,
        "cts_max_level": 4,
        "numCtsBuffers": 17,
        "clockRootBuffer": "clkbuf_16",
        "cts.repair.resized": 0,
        "clock_latency_ps": 420,
        "clock-sinks": 154,
        "cts_buffer_depth": 2,
        "post-cts-setup-buffer-count": 0,
        "cts_tree": "built",
    },
    "grt": {
        "gr-total-overflow": 0,
        "track_usage": 0.168,
        "grt_max_degree": 48,
        "grt_pass1_vias": 7346,
        "antenna_found_initial": 0,
        "grt_pass1_wl_um": 35600,
    },
    "die": {
        "coreArea_um2": 25300,
        "chip_area_um2": 26500,
        "ios": 22,
        "die_h_um": 163,
        "rows": 58,
        "initCoreUtil": 0.410,
        "fp.dieW_um": 163,
    },
    "placed_design": {
        "portBuffers": 16,
        "dp_hpwl_um": 14800,
        "dp_slack_ps": 1350,
        "gp_congestion": 0.875,
    },
    "min_path": {
        "hp-class": "flop to flop",
        "hold_depth": 1,
    },
    "critical_path": {
        "critPathMaxStageDelay_ps": 520,
        "rr_worst_depth": 11,
        "criticalPathCategory": "flop to flop",
        "critPathCaptureType": "flop",
        "cp_max_fo": 9,
        "crit_arrival_ps": 3610,
        "critPathTopFamily": "AND-OR/OR-AND gates",
        "cp-start-kind": "flop",
        "slowest_stage": "dfxtp_1",
        "cp.depth": 11,
        "worstPathRequired_ps": 5230,
        "worst-path-buf-inv": 1,
        "cp_cell_sequence": "inv_1 -> ha_1 -> and3_1 -> xnor2_1 -> ha_1 -> and4_1 -> o21ai_0 -> o211a_1 -> o21ai_0 -> a2111oi_0 -> o22ai_1",
    },
    "outcome": {
        "outcome": "finished clean",
    },
    "run": {
        "maxCapViolCount": 0,
        "warnings": 51,
    },
}
[kinds of logic after synthesis]
| group | Yosys count | synth area share |
|---|---|---|
| fa+ha+maj | 95 | 0.116 |
| flops | 154 | 0.367 |
| buf+inv | 115 | 0.0480 |
| xor+xnor | 144 | 0.122 |
| compound gates | 141 | 0.0919 |
| simple gates | 491 | 0.244 |
| mux | 11 | 0.0108 |
| other cells | 1 | 0.000362 |
[flip-flops by register name, summed over array words and instances (netlist names), 2 cells and up, named ones only]
register,cells
SYNCs.hori_cnt,10
SYNCs.pixel_clock.count,2
SYNCs.vert_cnt,10
pong_imp.balls.ball_x,11
pong_imp.balls.ball_y,11
pong_imp.balls.cnter,23
pong_imp.left.cnter,23
pong_imp.left.height,6
pong_imp.right.cnter,23
pong_imp.right.height,6
pong_imp.state,2
recieved.cnter,14
recieved.index,4
[layer usage]
metal	share of wire	track usage	vias to the layer above	routed length, µm
met5	0	0	-	0
met4	0.0086	0.0140	0	180
met3	0.029	0.0244	8	605
met2	0.44	0.259	103	9190
met1	0.52	0.268	3666	11000
li1	-	-	4071	-
[cell usage after synthesis, types with 11 or more instances]
library cell    n  area, µm²
nor3_1         25        125
o21ai_0        34        170
inv_1          62        233
a211oi_1       13       97.6
dfxtp_1        83       1660
nand3_1        50        250
buf_4          12       90.1
or3_1          11       68.8
and3_1         20        125
xnor2_1        61        534
ha_1           92       1150
edfxtp_1       71       2130
nand2_1        65        244
xor2_1         83        727
a21o_1         13       97.6
a21oi_1        36        180
nor4_1         19        119
nor2_1        170        638
clkbuf_1       32        120
nand4_1        41        257
[final timing paths]
kind / startpoint / to / slack [ps]
setup / recovery: pong_imp.balls.ball_y[1] / pong_imp.state[0] / 1610
hold / removal: SYNCs.pixel_clock.count[0] / SYNCs.pixel_clock.count[0] / 380
setup reg to reg: pong_imp.balls.ball_y[1] / pong_imp.state[0] / 1610
hold reg to reg: SYNCs.pixel_clock.count[0] / SYNCs.pixel_clock.count[0] / 380
[area by class of cell]
| class | instances | area (µm²) |
|---|---|---|
| Sequential cell | 154 | 3790 |
| Clock inverter | 10 | 90.1 |
| Clock buffer | 21 | 484 |
| Fill cell | 2387 | 14000 |
| Timing Repair Buffer | 23 | 213 |
| Multi-Input combinational cell | 886 | 6070 |
| Inverter | 63 | 236 |
| Tap cell | 330 | 413 |
[where the power goes]
group	leakage, nW	internal [W]	switching (W)
Sequential	1.41	0.00149	0.000145
Clock	0.287	0.000729	0.000503
Combinational	2.40	0.000173	0.000266
Total	4.10	0.00239	0.000913
[through the flow]
stage	cell area [µm²]	std cells	utilization
after floorplan	10400	1155	-
after global placement	10700	1456	0.425
after detailed placement	10700	1456	0.425
after CTS	11300	1487	0.447
after global routing	11300	1487	0.447
final	11300	1487	0.447
Power figures rest on the tool's default switching activity, not on a simulated workload.
