==> design/flow/design.v <==
module uart_rec 
#(
    parameter int PERIOD = 10417
)
(
    input logic clk,
    input logic serial_in,
    output logic drdy,
    output logic [7:0] data
);
parameter int HALF_PERIOD = PERIOD/2;
typedef enum {s_START, s_VERIFY, s_SAMPLE, s_FINISH } STATE;
logic pre_ser_in;
logic [$clog2(PERIOD)-1:0] cnter;
logic [$clog2(9)-1 : 0] index;
logic [7:0] data_inter;
int i;
STATE current_state = s_START;
always_ff @(posedge clk) begin
    case(current_state) 
    s_START: begin
        drdy <= 0;
        cnter <= 0;
        index <= 0;
        data_inter <= 0;
        pre_ser_in <= serial_in;
        if (pre_ser_in & ~serial_in) begin
            current_state <= s_VERIFY;
        end 
        else begin
            current_state <= s_START;
        end
    end
    s_VERIFY: begin
        if(cnter == HALF_PERIOD-1)begin
            cnter <= 0;
            drdy <= 0;
            if(~serial_in) begin
                current_state <= s_SAMPLE;
            end
            else begin
                current_state <= s_START;
            end 
        end
        else begin
            cnter <= cnter + 1;
        end
    end
    s_SAMPLE: begin
        if(cnter == PERIOD-1) begin
            cnter <= 0;
            drdy <= 0;
            if(index <= 7) begin
                for(int i = 1; i < 8; i++) begin
                    data_inter[i-1] <= data_inter[i];
                end
                data_inter[7] <= serial_in;
                index <= index + 1;
            end
            else begin
                current_state <= s_FINISH;
            end 
        end
        else begin
            cnter <= cnter + 1;
        end
    end
    s_FINISH: begin
        drdy <= 1;
        data <= data_inter;
        current_state <= s_START;
    end
    endcase
end
endmodule
module uart_trans
#(
    parameter int PERIOD = 10417
)
(
    input logic clk,
    input logic [7:0] data_to_send,
    input logic enable,
    output logic serial_out,
    output logic done
);
typedef enum {s_START, s_SSEQUENCE, s_SHIFTTRANS} STATE;
STATE current_state = s_START;
logic [$clog2(PERIOD)-1:0] cnter;
logic [$clog2(9)-1 : 0] index;
logic [7:0] shift_reg;
int i;
always_ff @(posedge clk) begin
    case(current_state)
    s_START: begin
        serial_out <= 1;
        done <= 0;
        cnter <= 0;
        index <= 0;
        shift_reg <= 0;
        if(enable) begin
            shift_reg <= data_to_send;
            current_state <= s_SSEQUENCE;
        end 
        else begin
            current_state <= s_START;
        end 
    end
    s_SSEQUENCE: begin
        serial_out <= 0;
        if(cnter == PERIOD-1) begin
            current_state <= s_SHIFTTRANS;
            cnter <=0;
        end
        else begin
            cnter <= cnter + 1;
        end 
    end
    s_SHIFTTRANS: begin
        serial_out <= shift_reg[0];
        if(index <= 7) begin
            if(cnter == PERIOD-1) begin
                cnter <= 0;
                index <= index + 1;
                shift_reg[7] <= 0;
                for(int i = 1; i < 8; i++) begin
                    shift_reg[i-1] <= shift_reg[i];
                end
            end
            else begin
                cnter <= cnter + 1;
            end 
        end
        else begin
            done <= 1;
            current_state <= s_START;
        end
    end
    endcase
end
endmodule
module digit_multiplexor (
    input  logic [3:0] sec_dig1,
    input  logic [3:0] sec_dig2,
    input  logic [3:0] min_dig1,
    input  logic [3:0] min_dig2,
    input  logic [3:0] selector,
    input  logic [3:0] decimal_point, 
    output logic [3:0] time_digit,
    output logic       dp_in
);
    always_comb begin
        case (selector)
            4'b0001: time_digit = sec_dig1;    
            4'b0010: time_digit = sec_dig2;    
            4'b0100: time_digit = min_dig1;    
            4'b1000: time_digit = min_dig2;    
            default: time_digit = 4'b0000;     
        endcase
    end
    always_comb begin
        case (selector)
            4'b0001: dp_in = decimal_point[0];    
            4'b0010: dp_in = decimal_point[1];    
            4'b0100: dp_in = decimal_point[2];    
            4'b1000: dp_in = decimal_point[3];    
            default: dp_in = 0;     
        endcase
    end
endmodule
module seven_segment_decoder (
    output logic       CA,
    output logic       CB,
    output logic       CC,
    output logic       CD,
    output logic       CE,
    output logic       CF,
    output logic       CG,
    output logic       DP,
    input  logic       dp_in,
    input  logic [3:0] data
);
    logic [6:0] decoded_bits;
    always_comb begin
        case (data)                  
            4'b0000: decoded_bits = 7'b1111110;  
            4'b0001: decoded_bits = 7'b0110000;  
            4'b0010: decoded_bits = 7'b1101101;  
            4'b0011: decoded_bits = 7'b1111001;  
            4'b0100: decoded_bits = 7'b0110011;  
            4'b0101: decoded_bits = 7'b1011011;  
            4'b0110: decoded_bits = 7'b1011111;  
            4'b0111: decoded_bits = 7'b1110000;  
            4'b1000: decoded_bits = 7'b1111111;  
            4'b1001: decoded_bits = 7'b1111011;  
            4'b1010: decoded_bits = 7'b1110111;  
            4'b1011: decoded_bits = 7'b1111111;  
            4'b1100: decoded_bits = 7'b1001110;  
            4'b1101: decoded_bits = 7'b1111110;  
            4'b1110: decoded_bits = 7'b1001111;  
            4'b1111: decoded_bits = 7'b1000111;  
            default: decoded_bits = 7'b0000000;  
        endcase                      
    end                              
    assign DP = ~dp_in;  
    assign CA = ~decoded_bits[6];
    assign CB = ~decoded_bits[5];
    assign CC = ~decoded_bits[4];
    assign CD = ~decoded_bits[3];
    assign CE = ~decoded_bits[2];
    assign CF = ~decoded_bits[1];
    assign CG = ~decoded_bits[0];
endmodule
module seven_segment_digit_selector (
    input logic        clk,
    input logic        reset,
    output logic [3:0] digit_select,
    output logic [3:0] an_outputs
);
    logic [3:0] d, q;
    logic [16:0] count;
    always_ff @(posedge clk) begin
        if (reset) begin
            count <= 17'b0;
        end else begin
            count <= count + 1;
        end
    end
    always_ff @(posedge clk) begin
        if (reset) begin
            q <= 4'b1111;
        end else if (count == 17'b0) begin
            if (q[0] && q[1]) begin
                q <= 4'b1000;
            end else begin
                q <= d;
            end
        end
    end
    assign d[0] = q[3];
    assign d[1] = q[0];
    assign d[2] = q[1];
    assign d[3] = q[2];
    assign digit_select = q;
    assign an_outputs = ~q;
endmodule
module seven_segment_display_subsystem (
    input  logic        clk,
    input  logic        reset,
    input  logic [3:0]  sec_dig1,  
    input  logic [3:0]  sec_dig2,  
    input  logic [3:0]  min_dig1,  
    input  logic [3:0]  min_dig2,  
    input  logic [3:0] decimal_point, 
    output logic        CA, CB, CC, CD, CE, CF, CG, DP,  
    output logic        AN1, AN2, AN3, AN4  
);
    logic [3:0] digit_to_display;
    logic [3:0] digit_select;
    logic [3:0] an_outputs;
    logic       in_DP, out_DP;
    digit_multiplexor DIGIT_MUX (
        .sec_dig1(  sec_dig1),   
        .sec_dig2(  sec_dig2),   
        .min_dig1(  min_dig1),   
        .min_dig2(  min_dig2),   
        .selector(  digit_select),  
        .decimal_point(decimal_point),
        .time_digit(digit_to_display),   
        .dp_in(in_DP)  
    );
    seven_segment_digit_selector DIGIT_SELECTOR (
        .clk(         clk),          
        .reset(       reset),        
        .digit_select(digit_select),  
        .an_outputs(  an_outputs)    
    );
    seven_segment_decoder SEG_DECODER (
        .data( digit_to_display),  
        .dp_in( in_DP),            
        .CA( CA), .CB( CB), .CC( CC), .CD( CD), .CE( CE), .CF( CF), .CG( CG),  
        .DP( out_DP)               
    );
    assign AN1 = an_outputs[0];
    assign AN2 = an_outputs[1];
    assign AN3 = an_outputs[2];
    assign AN4 = an_outputs[3];
    assign DP = out_DP;   
endmodule
module top_level(
    input logic clk,
    input logic reset,
    input logic RsRx,
    input logic btnU,
    output logic RsTx,
    output logic CA, CB, CC, CD, CE, CF, CG, DP,
    output logic AN1, AN2, AN3, AN4,
    output logic [15:0] led
);
logic [7:0] data;
logic drdy;
logic [7:0] data_rdy;
logic enable_rx;    
logic done_rx;
logic prev_but;
uart_rec Reciever(
    .clk(clk),
    .serial_in(RsRx),
    .drdy(drdy),
    .data(data)
);
uart_trans Transmitter(
    .clk(clk),
    .data_to_send(8'd61),
    .enable(enable_rx),
    .serial_out(RsTx),
    .done(done_rx)
);
always_ff @(posedge clk) begin
    if(drdy) begin
        data_rdy <= data;
    end 
end
always_ff @(posedge clk) begin
    prev_but <= btnU;
    if(prev_but & ~btnU) begin
        enable_rx <= 1;
    end
    else begin
        enable_rx <= 0;
    end
end
seven_segment_display_subsystem SEVEN_SEGMENT_DISPLAY(
    .clk(clk), 
    .reset(reset), 
    .sec_dig1(data_rdy[3:0]),      
    .sec_dig2(data_rdy[7:4]),      
    .min_dig1(4'b0000),     
    .min_dig2(4'b0000),    
    .decimal_point(4'b0000),
    .CA(CA), .CB(CB), .CC(CC), .CD(CD), 
    .CE(CE), .CF(CF), .CG(CG), .DP(DP), 
    .AN1(AN1), .AN2(AN2), .AN3(AN3), .AN4(AN4)    
);
endmodule 
==> design/flow/run.sh <==
#!/bin/bash
# OpenROAD 26Q1-2900-gdf79404cd8, Yosys 0.63+post, stock flow scripts
make -C /OpenROAD-flow-scripts/flow DESIGN_CONFIG=/design/flow/config.mk WORK_HOME=/design/flow/orfs finish
==> design/flow/config.mk <==
export PLATFORM = sky130hd
export DESIGN_NAME = top_level
export DESIGN_NICKNAME = top_level
export VERILOG_FILES = /design/flow/design.v
export SDC_FILE = /design/flow/constraint.sdc
export NUM_CORES = 4
export LEC_CHECK = 1
export CORE_UTILIZATION = 30
==> design/flow/constraint.sdc <==
current_design top_level

set clk_period 2.9
set clk_io_pct 0.2

create_clock -name clk0 -period $clk_period [get_ports {clk}]

set non_clock_inputs [all_inputs -no_clocks]
set_input_delay [expr $clk_period * $clk_io_pct] -clock clk0 $non_clock_inputs
set_output_delay [expr $clk_period * $clk_io_pct] -clock clk0 [all_outputs]
==> impl.org <==
#+TITLE: Synthesis and PnR summary

** STA
- The final hold violation count recorded for this run is 0.
- Slew at the pin with the worst max-slew slack :: 742 ps
- After routing, the total negative slack on setup checks comes to 0 ps.
- The clock arrives with 5.56 ps of skew.
- Worst slew margin relative to its limit :: 0.504
- The critical path in the final layout is reported with a setup slack of 116 ps.
- The final timing summary puts the cycle share of the worst path at 0.960.
- The end-of-flow timing check tallies setup violations at 0.
- Final number of max-transition violations :: 0
- Minimum clock period after layout :: 2780 ps
- Setup repair after global routing left no endpoint under its margin.
- Peak clock frequency supported by timing :: 359 MHz

** Place
- Port buffering added 15 buffers.
- Including well taps, the total number of placed cells is 660.
- After detailed placement, the total cell area comes to 5150 sq um.
- Final weighted congestion in routability-driven placement :: 0.827
- At the placement stage, the worst setup path has a slack of 184 ps.
- According to the dpl log, the detail-placed design has an HPWL of 4890 microns.

** Synth
- Per the post-synthesis report, the number of cells in the design is 440.
- Number of enable-type register cells in the synthesized netlist :: 73
- Average instance area after synthesis :: 11.0 sq um
- Per Yosys stat, the portion of area used by sequential elements is 0.551.
- Total cell area reported by yosys after synthesis :: 4820 sq um
- Number of warnings reported in the yosys synthesis log :: 22
- After synthesis, the netlist uses 51 different library cells.
- Register bit total from synthesis :: 96
- Yosys cell count :: 440
- Fraction of registers with async set/reset :: 0
- Synth Cell Area :: 4820 sq um
- Looking at the cell usage after synthesis, the top flip-flop cell is sky130_fd_sc_hd__edfxtp_1.

** Global routing
- Initial antenna violation count :: 0
- The via count of the first global-routing pass came to 2,871.
- Global routing finished with a remaining overflow of 0.
- All-Layer GR Usage :: 0.0970
- The first global-routing pass estimated 12,900 microns of wire.
- Entering global routing, the biggest net connects 22 pins.

** Cells and area
- Seq. cell area :: 2660 sq um
- Combinational gate area :: 1980 sq um
- The library cells used most frequently in the layout, excluding fill and tap cells, are sky130_fd_sc_hd__edfxtp_1 (73), sky130_fd_sc_hd__nor2_1 (49), sky130_fd_sc_hd__nand2_1 (31).
- From synthesis to final layout, the design area changed by 14.5%.
- The top cell type in the final layout, fill and taps aside, is sky130_fd_sc_hd__edfxtp_1.
- In the final layout, the fill cell count is 1,490.
- Number of flip-flops under the largest register name :: 17
- Register with the highest flop count :: SEVEN_SEGMENT_DISPLAY.DIGIT_SELECTOR.count
- Biggest regs :: SEVEN_SEGMENT_DISPLAY.DIGIT_SELECTOR.count (17), Reciever.cnter (14), Transmitter.cnter (14)
- Post-Layout Cell Count :: 677
- Summing all non-filler instances in the final layout gives an area of 5520 sq um.
- For this run, the share of the core covered by cells in the final layout is 0.358.
- Layout cell share with drive strength beyond 1 :: 0.0858

** Drt
- Routed signal wires occupy layers up through met4.
- Number of design-rule violations left by the first detailed-router iteration :: 163
- Amount of wire on met3 after detailed routing :: 353 microns
- Number of nets still failing antenna checks after routing :: 0
- Per the detail_route report, inserted antenna diodes total 0.
- In the detailed route, the total length drawn on met2 is 3060 microns.
- After detailed routing, the average wire length per cell comes to 10.7 microns.
- After detailed routing, the number of vias per cell comes to 4.49.
- Detailed-route wire length on metal 1 :: 3720 microns
- After detailed routing, the total wire length is 7240 microns.
- TritonRoute reported its final design rule violation total as 0.
- Summing over every cut layer, the via total after detailed routing is 3,042.
- The first detailed-routing pass took 4 iterations.

** Floorplanning
- In this run the standard cell core region covers 15,400 sq um.
- The die is 129 microns tall.
- The floorplan step defined a die boundary enclosing 16,600 sq um.
- The share of the core area taken by cells at floorplan is 0.312.
- Die span in x :: 129 microns
- Standard-cell rows :: 45
- IO Count :: 33

** Pwr
- Power Dens Cells :: 880 nW/um^2
- The highest supply drop recorded on VDD is 0.298 mV.
- The power report puts the leakage power at 1.99 nW.

** Clock network
- Clock tree from TritonCTS :: yes
- Per the CTS log, the maximum H-tree level is 3.
- The later pin in the worst-skew pair is clocked with a latency of 340 ps.
- CTS Root Cell :: sky130_fd_sc_hd__clkbuf_16
- Bufs on Longest Clock Path :: 2
- In the CTS report, the clock slew at the register clock pins of the worst setup and hold paths is listed as 60 ps.
- The tree built by TritonCTS fans out to 96 sinks.
- Number of buffers inserted during clock tree synthesis :: 9

** Critical path
- According to the timing report, the data required time at the worst endpoint equals 2320 ps.
- Critical-path maximum fanout :: 7
- Worst Path Arrival :: 2200 ps
- The worst setup path is captured at a primary output.
- The worst setup path is of the reg2out kind.
- Reg-to-reg startpoint :: Transmitter.cnter[6]$_SDFFCE_PP0P_
- The worst setup path is launched from a flop.
- Crit path max-delay cell type :: sky130_fd_sc_hd__clkdlybuf4s50_1
- Cell Chain, Critical Path :: nor2b_4, a22o_1, and2_4, ha_1, a21oi_1, a32oi_1, clkdlybuf4s50_1
- According to the timing report, the critical path is launched from SEVEN_SEGMENT_DISPLAY.DIGIT_SELECTOR.q[1]$_SDFFE_PP1N_.
- The longest incremental delay of any stage on the critical path is reported as 480 ps.

** Min path
- Looking at hold timing, the worst path starts from Reciever.data[7]$_DFFE_PN_.
- Note that the worst hold path type here is reg2reg.

** Job
- Stage-log warning count :: 39
- The number of maximum-capacitance violations recorded for the run is 0.

** Outcome
- Run status :: finished clean
-- area by class of cell --
cell class                 count  share of cell area
sequential                    96               0.482
multi-input combinational    304               0.359
clock buffer                  12              0.0485
tap                          211              0.0479
timing repair buffer          20              0.0338
inverter                      30              0.0204
clock inverter                 4             0.00907
-- metal layers --
metal / vias up / GRT usage
met5: - / 0
met4: 0 / 0.0138
met3: 10 / 0.0246
met2: 72 / 0.144
met1: 1401 / 0.153
li1: 1559 / -
-- worst max-delay path: cells and delay by family, from the launching register on --
family | cells | cell delay (ps)
buffers and inverters | 1 | 480
AND/OR/NAND/NOR | 2 | 300
flip-flops | 1 | 370
AND-OR/OR-AND | 3 | 430
adder cells (fa/ha/maj) | 1 | 290
-- report_power, final --
group          total [W]  switching [W]  internal (W)
combinational    0.00113       0.000648      0.000486
clock            0.00122       0.000474      0.000745
sequential       0.00250       0.000352       0.00215
total            0.00485        0.00147       0.00338
-- logic make-up after synthesis --
group | share of synthesized area
flops | 0.551
compound gates | 0.0519
simple gates | 0.201
xor+xnor | 0.0727
other cells | 0.00156
fa+ha+maj | 0.0571
mux | 0.00649
buf+inv | 0.0587
-- timing repair --
| action | CTS | global route |
|---|---|---|
| gates resized | 9 | 10 |
| pin swaps | 1 | 0 |
| setup buffers | 0 | 1 |
| setup endpoints to repair | 6 | 6 |
| cloned | 0 | 0 |
| hold buffers | 0 | 0 |
-- final timing paths --
check / end / slack [ps] / cells after the start
setup reg to reg: Transmitter.index[0]$_SDFFCE_PN0P_ / 580 / 4
hold / removal: data_rdy[7]$_DFFE_PP_ / 420 / 0
setup / recovery: CD / 120 / 7
hold reg to reg: data_rdy[7]$_DFFE_PP_ / 420 / 0
-- synthesized netlist by cell type, types with 3 or more instances --
master / number / share of area
sky130_fd_sc_hd__and2_1: 16 / 0.021
sky130_fd_sc_hd__clkbuf_1: 6 / 0.0047
sky130_fd_sc_hd__nor2_1: 50 / 0.039
sky130_fd_sc_hd__nand2_1: 31 / 0.024
sky130_fd_sc_hd__xor2_1: 11 / 0.020
sky130_fd_sc_hd__dfxtp_1: 23 / 0.096
sky130_fd_sc_hd__nand3_1: 15 / 0.016
sky130_fd_sc_hd__or3_1: 4 / 0.0052
sky130_fd_sc_hd__nand4_1: 10 / 0.013
sky130_fd_sc_hd__nor4_1: 12 / 0.016
sky130_fd_sc_hd__nand3b_1: 4 / 0.0062
sky130_fd_sc_hd__o21ai_0: 10 / 0.010
sky130_fd_sc_hd__ha_1: 22 / 0.057
sky130_fd_sc_hd__xnor2_1: 29 / 0.053
sky130_fd_sc_hd__inv_1: 30 / 0.023
sky130_fd_sc_hd__a21o_1: 3 / 0.0047
sky130_fd_sc_hd__nor3_1: 13 / 0.014
sky130_fd_sc_hd__nor2b_1: 10 / 0.013
sky130_fd_sc_hd__a21oi_1: 10 / 0.010
sky130_fd_sc_hd__buf_4: 17 / 0.026
sky130_fd_sc_hd__edfxtp_1: 73 / 0.45
-- per-stage QoR --
step / hold slack (ps) / total power (W)
after global placement: 402 / 0.00362
final: 416 / 0.00485
after detailed placement: 405 / 0.00366
after CTS: 415 / 0.00491
after floorplan: 400 / 0.00336
after global routing: 428 / 0.00520
Power figures rest on the tool's default switching activity, not on a simulated workload.
